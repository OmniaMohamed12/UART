==> flow/config.mk <==
export PLATFORM = sky130hd
export DESIGN_NAME = baud_gen
export DESIGN_NICKNAME = baud_gen
export VERILOG_FILES = /design/flow/design.v
export SDC_FILE = /design/flow/constraint.sdc
export NUM_CORES = 4
export LEC_CHECK = 1
export CORE_AREA = 10 10 107 107
export DIE_AREA = 0 0 117 117
==> flow/constraint.sdc <==
current_design baud_gen

set clk_period 3.9
set clk_io_pct 0.2

create_clock -name clk0 -period $clk_period [get_ports {clock}]

set non_clock_inputs [all_inputs -no_clocks]
set_input_delay [expr $clk_period * $clk_io_pct] -clock clk0 $non_clock_inputs
set_output_delay [expr $clk_period * $clk_io_pct] -clock clk0 [all_outputs]
==> flow/design.v <==
module uart(
 input baud_out   ,rst,send,
 input [1:0] baud_rate,
 input [7:0] data_in, 
 input [1:0] parity_type,
 input stop_bits,  
 output data_out ,  
 output p_parity_out,  
 output tx_active,  
 output tx_done );  
 wire parity_out;  
 wire [11:0] frame_out;
 parity_gen1 parity(rst, data_in, parity_type, parity_out);
 frame_gen frame_gen1 (rst ,data_in, parity_out, parity_type, stop_bits,data_length,frame_out);
  piso shift_reg (rst,frame_out,parity_type,stop_bits,send,baud_out,data_out,parity_out,p_parity_out,tx_active,tx_done);
endmodule
module parity_gen1(rst,data_in,parity_type,parity_out);
  input rst;
  input [7:0] data_in;
 input [1:0] parity_type;
 output reg parity_out;
 reg temp;
 always@(rst,parity_type,data_in)
   begin
     if(rst)
       parity_out<=1'b0;
     else
       begin
         temp=(data_in[0] ^data_in[1] ^data_in[2] ^data_in[3]); 
         temp=(temp ^data_in[4] ^data_in[5]);
         temp=(temp^ data_in[6]^ data_in[7]);
         case(parity_type)
           2'b01: parity_out<=temp;
           2'b10:parity_out<=~temp;
           2'b11:parity_out<=~temp;
         endcase
       end
   end
endmodule
module frame_gen (rst, data_in, parity_out, parity_type, stop_bits, data_length, frame_out);
input rst,data_length,stop_bits,parity_out;
input [7:0] data_in;input [1:0] parity_type;
output reg [11:0] frame_out;
wire stop=1;
wire start_bit=0;
reg [7:0]data_in_internal;
always @(*) begin
  data_in_internal<={data_in[0],data_in[1],data_in[2],data_in[3] 
                     ,data_in[4],data_in[5],data_in[6],data_in[7]};
  if(rst) begin
    frame_out <=11'd2047; 
  end
  else begin
    if(stop_bits)begin 
      if(data_length)begin 
        if(parity_type==2'b00 || parity_type==2'b11) 
          frame_out <= {start_bit,data_in_internal,stop,stop};
        else frame_out <= {start_bit,data_in_internal,parity_out,stop,stop};
      end
      else begin
        if(parity_type==2'b00 || parity_type==2'b11)
          frame_out <= {start_bit,data_in_internal[7:1],stop,stop};
        else frame_out <= {start_bit,data_in_internal[7:1],parity_out,stop,stop};
      end
    end
  else begin
    if(data_length)begin
        if(parity_type==2'b00 || parity_type==2'b11)
          frame_out <= {start_bit,data_in_internal,stop};
        else frame_out <= {start_bit,data_in_internal,parity_out,stop};
      end
      else begin
        if(parity_type==2'b00 || parity_type==2'b11)
          frame_out <= {start_bit,data_in_internal[7:1],stop};
        else frame_out <= {start_bit,data_in_internal[7:1],parity_out,stop};
      end
  end
  end
end
endmodule
module piso(rst,frame_out,parity_type,stop_bits,send,baud_out,data_out,parity_out,p_parity_out,tx_active,tx_done);
input rst;
input [11:0] frame_out;
input [1:0] parity_type;
input stop_bits;
input send;  
input baud_out;
input parity_out;
output reg data_out;
output reg p_parity_out; 
output reg tx_active;
output reg tx_done;
reg [11:0]SR_reg;  
reg [3:0]counter;
always@(posedge baud_out)
if (rst)
begin
data_out<=1;
tx_active<=0;
tx_done<=0;
p_parity_out<=1'b0;
end
else begin 
if(parity_type==2'b11) p_parity_out<=parity_out; 
else p_parity_out<=1'b0;
if(send)begin
SR_reg<=frame_out[11:0];
tx_active<=1;
counter<=0;
end
else begin
data_out<=SR_reg[11];
SR_reg<={SR_reg[10:0],1'b0}; 
if (SR_reg==0) tx_done<=0; 
else if (counter<11)begin
  tx_active<=1;
  counter<=counter+1; 
  tx_done<=0;
end
else begin 
  counter<=0;
  tx_done<=1;
  tx_active<=0;
end
end
end
endmodule
module baud_gen(clock,baud_rate,baud_out);
  input clock;
  output reg baud_out;
  input [1:0] baud_rate;
reg [14:0] counter;
  integer div;
  always@(posedge clock )
  begin
    case(baud_rate)
      2'b00:begin
        div<=20833; 
      end
      2'b01:begin
        div<=10416;
      end
      2'b10:begin
        div<=5208;
      end
      2'b11:begin
        div<=2604;
      end
    endcase
    if(counter==div)
      begin
        baud_out=~baud_out;
        counter<=0;
      end
    else counter<=counter+1;
  end
endmodule
==> flow/run.sh <==
#!/bin/bash
# OpenROAD 26Q1-2900-gdf79404cd8, Yosys 0.63+post, stock flow scripts
make -C /OpenROAD-flow-scripts/flow DESIGN_CONFIG=/design/flow/config.mk WORK_HOME=/design/flow/orfs finish
==> run_results.csv <==
group,metric,value,unit
status,status,"completed",
critical_path,worstSetupPathDepth,3,
critical_path,endpoint_kind,"flop",
critical_path,r2r-start,"counter[8]",
min_path,hold_path_depth,1,
synthesis,yosys.area.top_type_share,0.453,
floorplan,chip_area,13700,µm²
clock_network,clkTransAtPathRegs,90,ps
clock_network,cts_tree,"yes",
grt,grt_use_met1,0.0347,
drt,drc_errors,0,
finish,regArea,510,µm²
min_path,hold_class,"flop to flop",
drt,vias,696,
synthesis,yosys-top-cells-area,"dfxtp_1, xnor2_1, xor2_1, ha_1, nor2_1",
drt,avgViaCountPerCell,3.11,
clock_network,clockRootBuffer,"clkbuf_8",
critical_path,cp_slowest_stage_delay,560,ps
final_timing,rsz0062_at_grt,"no",
power,p_int,0.000450,W
power,p_seq_frac,0.605,
final_timing,period_minus_slack,2150,ps
final_timing,fin_skew,4.92,ps
drt,diodes,0,
clock_network,cts_buffer_depth,2,
clock_network,hold_buffers,0,
grt,antenna_found_initial,0,
placed_design,post-place-ws,1740,ps
min_path,min_to,"counter[0]",
synthesis,ys_types,23,
clock_network,cts_made_buffers,3,
final_timing,tns,0,ps
critical_path,startpoint_type,"flop",
finish,final_area,1240,µm²
synthesis,yosys-stat-area,1060,µm²
flow_run,warnings,29,
power,power.switching,0.000200,W
floorplan,fp-row-count,35,
floorplan,die_w,117,µm
floorplan,coreArea,9200,µm²
drt,wl_per_cell,7.23,µm
final_timing,hold_violations,0,
finish,area_growth,17.1,%
critical_path,r2r_slack,1750,ps
clock_network,clk_latency,270,ps
synthesis,synth_warnings,1,
final_timing,setup_slack,1750,ps
critical_path,critPathBufInv,0,
final_timing,fmax,0.465,GHz
grt,grt_pass1_wl,2860,µm
placed_design,hpwl,1220,µm
synthesis,postSynthCellCount,109,
clock_network,cts_resized,0,
power,p_per_area,523,nW/µm²
synthesis,ys_seq_share,0.481,
grt,grt_pass1_vias,665,
critical_path,path_cells,"or4_1 -> a222oi_1 -> and3_1",
grt,grt_max_degree,17,
critical_path,r2r-end,"baud_out",
drt,wl,1620,µm
finish,drive_gt1_frac,0.0531,
finish,fin_cells,224,
power,p_comb_frac,0.161,
clock_network,clkSinkCount,25,
grt,grt_util_met2,0.0364,
placed_design,dp.cells,220,
grt,globalRouteMet3Util,0.0108,
final_timing,setup_viol,0,
critical_path,critPathKind,"flop to flop",
final_timing,worst_slew_pin_slew,550,ps
synthesis,synth_area_per_cell,9.73,µm²
critical_path,arrival,2060,ps
floorplan,io_pins,4,
final_timing,max_slew_margin,0.633,
drt,dr.pass1.iters,4,
grt,gr-usage-all-layers,0.0250,
floorplan,fp_util,0.115,
power,p_total,0.000650,W
final_timing,fin_crit_sh,0.551,
critical_path,crit_family,"simple AND/OR/NAND/NOR gates",
clock_network,htree_levels,1,
min_path,hold_start,"counter[0]",
grt,gr-total-overflow,0,
placed_design,place_area,1190,µm²
critical_path,cp_data_required_time,3810,ps
finish,n_fill_cell,1045,
critical_path,path_max_fanout,16,
floorplan,die_h,117,µm
synthesis,largest_area_cell,"dfxtp_1",
critical_path,reg2reg_depth,3,
synthesis,synth_flops,25,
finish,logic_area,493,µm²
final_timing,drv_slew,0,
placed_design,portBuffers,3,
flow_run,maxCapViolCount,0,
power,p_leak,0.454,nW
placed_design,gp_congestion,0.788,
power,vdd_ir_drop_max,0.227,mV
clock_network,postCtsSetupBuffers,0,
critical_path,crit_slowest_cell,"and3_1",
grt,grt-busiest-layer,"met2",
synthesis,syn_area,1060,µm²
drt,drt_iter0_markers,24,
synthesis,ys_cells,109,
power,switching_share,0.308,
drt,antenna_left,0,
power,pwr-share-clk,0.233,
## registers in the layout, summed over array words and instances, names as in the netlist
signal / flops
counter: 15
baud_out: 1
div: 9
## layout by cell type (no fill, tap or decap), types with 2 or more instances in the layout
cell	n
dfxtp_1	24
nor2_1	18
xor2_1	9
xnor2_1	9
inv_1	6
nand3_1	6
ha_1	6
nand4_1	5
nor3_1	4
nand2_1	4
or3_1	3
nor4_1	3
clkbuf_8	3
clkdlybuf4s50_1	3
or2_2	2
## cell families (layout without fill, tap and decap cells)
kind of cell,count (synthesis),in the layout,synth area share
simple gates,49,49,0.229
flops,25,25,0.481
xor+xnor,18,18,0.149
buf+inv,9,13,0.0542
fa+ha+maj,6,6,0.0708
compound gates,2,2,0.0165
## cell type report
type / count / share of cell area
flip-flops and latches: 25 / 0.411
clock buffers: 3 / 0.0332
well taps: 111 / 0.112
clock inverters: 1 / 0.00504
multi-input cells: 75 / 0.397
repair buffers: 3 / 0.0242
inverters: 6 / 0.0181
## layer usage
| metal | part of all wire | vias to the layer above | wire, µm |
|---|---|---|---|
| li1 | - | 371 | - |
| met1 | 0.56 | 315 | 911 |
| met2 | 0.39 | 10 | 627 |
| met3 | 0.051 | 0 | 82 |
| met4 | 0 | 0 | 0 |
| met5 | 0 | - | 0 |
## cell usage after synthesis (all sizes together)
cell type	count
xor2	9
a211oi	1
or2	2
dfxtp	24
and3	1
xnor2	9
nand3	6
nor2	18
inv	6
nand2	4
or4	1
clkbuf	1
nor3	4
a222oi	1
and4	1
nor4	3
nor2b	1
nand4	5
ha	6
buf	2
or3	3
edfxtp	1
## how the worst max path moves through the flow
stage               from  endpoint  slack, ps
CTS           counter[8]  baud_out       1730
global route  counter[8]  baud_out       1650
finish        counter[8]  baud_out       1750
## power groups by stage
stage	Combinational, W	Sequential, W	Clock (W)
4_1_cts	0.000107	0.000393	0.000156
5_1_grt	0.000125	0.000405	0.000169
6_report	0.000105	0.000394	0.000152
## per-stage QoR
step | util | hold slack (ps)
detailed placement | 0.130 | 488
global route | 0.135 | 531
CTS | 0.135 | 515
global placement | 0.130 | 483
floorplan | - | 455
finish | 0.135 | 510
Power figures rest on the tool's default switching activity, not on a simulated workload.
